--- ./design.v ---
module FirFilterBTree
#(
    parameter SAMPLE_WIDTH       = 16,
    parameter COEFF_WIDTH        = 8,
    parameter NUM_TAPS           = 37,
    parameter OUTPUT_WIDTH       = SAMPLE_WIDTH + COEFF_WIDTH + $clog2(NUM_TAPS),
    parameter PIPELINE_MUL       = 1,  
    parameter PIPELINE_ADD_RATIO = 1,  
    parameter OUTPUT_REG         = 0   
)
(
    input   logic                       clk,
    input   logic                       rst,
    input   logic                       valid_in,
    output  logic                       valid_out,
    input   logic [SAMPLE_WIDTH - 1: 0] samples [0: NUM_TAPS - 1],
    input   logic [COEFF_WIDTH - 1: 0]  coeffs  [0: NUM_TAPS - 1],
    output  logic [OUTPUT_WIDTH - 1: 0] dout
);
function automatic int calcNi(int TapsNum, int lvl);
    int Ni = TapsNum + TapsNum % 2;
    for (int i = 0; i < lvl; ++i) begin
        Ni = Ni / 2 + (Ni / 2) % 2;
    end
    return Ni;
endfunction
localparam TreeLevels = $clog2(NUM_TAPS);  
localparam TreeWidth0 = 1 << TreeLevels;   
localparam TreeLinkWidthMin = SAMPLE_WIDTH + COEFF_WIDTH;      
localparam TreeLinkWidthMax = TreeLinkWidthMin + TreeLevels;  
logic [TreeLinkWidthMax - 1: 0] adderTreeLinks [TreeLevels: 0] [TreeWidth0 - 1: 0];
logic [OUTPUT_WIDTH - 1: 0] dout_i;
logic valid_i[TreeLevels: 0];
genvar i;
genvar j;
generate
    for (i = 0; i < TreeWidth0; ++i) begin : mul
        if (i < NUM_TAPS) begin
            if (PIPELINE_MUL) begin
                always_ff @(posedge clk) begin
                    adderTreeLinks[0][i][TreeLinkWidthMin - 1: 0] <= $signed(samples[i]) * $signed(coeffs[i]);
                end
            end else begin
                assign adderTreeLinks[0][i][TreeLinkWidthMin - 1: 0] = $signed(samples[i]) * $signed(coeffs[i]);
            end
        end else begin
            assign adderTreeLinks[0][i] = '0;
        end
    end
    if (PIPELINE_MUL) begin
        always_ff @(posedge clk) begin
            valid_i[0] <= (~rst) & valid_in;
        end
    end else begin
        assign valid_i[0] = valid_in;
    end
endgenerate
generate
    for (j = 1; j <= TreeLevels; ++j) begin : adderTree
        for (i = 0; i < (TreeWidth0 >> j); ++i) begin : add
            if (PIPELINE_ADD_RATIO && (j % PIPELINE_ADD_RATIO == 0)) begin
                always_ff @(posedge clk) begin
                    adderTreeLinks[j][i][TreeLinkWidthMin - 1 + j: 0] <= $signed(adderTreeLinks[j - 1][2 * i    ][TreeLinkWidthMin - 1 + (j - 1): 0]) +
                                                                         $signed(adderTreeLinks[j - 1][2 * i + 1][TreeLinkWidthMin - 1 + (j - 1): 0]);
                end
            end else begin
                assign adderTreeLinks[j][i][TreeLinkWidthMin - 1 + j: 0] = $signed(adderTreeLinks[j - 1][2 * i    ][TreeLinkWidthMin - 1 + (j - 1): 0]) +
                                                                           $signed(adderTreeLinks[j - 1][2 * i + 1][TreeLinkWidthMin - 1 + (j - 1): 0]);
            end
        end
        if (PIPELINE_ADD_RATIO && (j % PIPELINE_ADD_RATIO == 0)) begin
            always_ff @(posedge clk) begin
                valid_i[j] <= (~rst) & valid_i[j - 1];
            end
        end else begin
            assign valid_i[j] = valid_i[j - 1];
        end
    end
endgenerate
assign dout_i = adderTreeLinks[TreeLevels][0][OUTPUT_WIDTH - 1: 0];
generate
    if (OUTPUT_REG) begin
        always_ff @(posedge clk) begin
            dout      <= (rst) ? '0   : dout_i;
            valid_out <= (rst) ? 1'b0 : valid_i[TreeLevels];
        end
    end else begin
        assign dout      = dout_i;
        assign valid_out = valid_i[TreeLevels];
    end
endgenerate
endmodule
--- ./run.sh ---
#!/bin/bash
# OpenROAD 26Q1-2900-gdf79404cd8, Yosys 0.63+post, stock flow scripts
make -C /OpenROAD-flow-scripts/flow DESIGN_CONFIG=/design/flow/config.mk WORK_HOME=/design/flow/orfs finish
--- ./config.mk ---
export PLATFORM = sky130hd
export DESIGN_NAME = FirFilterBTree
export DESIGN_NICKNAME = FirFilterBTree
export VERILOG_FILES = /design/flow/design.v
export SDC_FILE = /design/flow/constraint.sdc
export NUM_CORES = 4
export LEC_CHECK = 1
export CORE_UTILIZATION = 30
export SYNTH_HDL_FRONTEND = slang
--- ./constraint.sdc ---
current_design FirFilterBTree

set clk_period 10.3
set clk_io_pct 0.2

create_clock -name clk0 -period $clk_period [get_ports {clk}]

set non_clock_inputs [all_inputs -no_clocks]
set_input_delay [expr $clk_period * $clk_io_pct] -clock clk0 $non_clock_inputs
set_output_delay [expr $clk_period * $clk_io_pct] -clock clk0 [all_outputs]
==> summary.txt <==
Results of the flow run.

The run finished with clean final reports. The width of the die stands at 902 µm. The number of antenna violations at the first check in global routing stands at 251. Once the clock tree was built, the resizer swapped 0 gates to a different size. The synthesized area divided by synthesized cell count stands at 9.25 µm². For this design the top-level I/O count stands at 922. The vias after detailed routing stands at 171,425. The layout stage reports a final design area of roughly 270,000 µm². In this run the tightest slew margin relative to its limit is 24.4%.

Dividing the final minimum period by the clock period gives 70.7%. The core area stands at 807,000 µm². In this run the number of H-tree levels came out at 4. Looking at the gate-level netlist, the highest instance count belongs to sky130_fd_sc_hd__inv_1. The async set or reset register ratio after synthesis stands at 0%.

The via density per instance stands at 4.48. The cell that appears most often on the critical path is sky130_fd_sc_hd__fa_1. The multi-input combinational cells in the finished layout cover a total of 183,000 µm². The run reported a max-capacitance violation count of 0. The report puts the cell count of the worst reg-to-reg path at 13. The number of endpoints failing setup at the final stage stands at 0.

In this run the VDD rail shows a maximum IR drop of 248 µV. The post-detailed-route DRC marker count stands at 0. The final layout contains routed wiring with a total length of 666 mm. The number of global-route vias before repair came to 178,804.

The worst setup path is of the in -> reg kind. The tightest min-delay check is of the reg -> reg type. Setup repair after global routing left no endpoint under its margin. TritonCTS reports the number of clock sinks as 1,931. According to the Yosys statistics, the synthesized design has a chip area of 243,000 µm².

In this run the worst path has a maximum fanout of 16. STA classifies the critical path endpoint as a flop. The violation tally from detailed-route iteration zero stands at 7,366.

The synthesized design spends more area on one cell type than any other, namely sky130_fd_sc_hd__fa_1. After technology mapping, the gate count stands at 26,249. The post-route core utilization stands at 33.9%. The placement report lists the number of port buffers as 921. Per the layout area report, the register area comes to ~39,000 µm². The maximum buffer depth of the clock tree stands at 4. Entering global routing, the biggest net connects 20 pins. Clock skew on the completed layout was measured at 0.108 ns. The leakage component of the power was reported as 131 nW.

Row generation in the floorplan step produced 330 rows. The top cell type by area accounts for between 30% and 40% of the synthesized area. The final count of hold timing violations stands at 0. The largest single stage delay on the critical path is 0.94 ns. The tree is rooted in a sky130_fd_sc_hd__clkbuf_16. The pin slew with the least headroom to its limit stands at 1.13 ns. The fraction of layout cells with a size suffix above 1 stands at between 2 and 3%. The detailed placer's ending HPWL stands at 567 mm.

The sequential share of the synthesized area stands at 15.9%. The worst hold slack stands at roughly 0.30 ns. Yosys printed 0 warnings.

STA puts the critical path data arrival time at 8.07 ns. Per the OpenROAD floorplan log, the area of the die is 813,000 µm². Ranked by total cell area, the synthesized netlist is headed by sky130_fd_sc_hd__fa_1 32%, sky130_fd_sc_hd__dfxtp_1 16%, sky130_fd_sc_hd__ha_1 13%, sky130_fd_sc_hd__and2_1 8.5%, sky130_fd_sc_hd__inv_1 8.2%. The number of slew-limit violations in the final report stands at 0. The number of warnings in the stage logs stands at 26.

TritonCTS built the clock tree. Before placement the cells fill 30.1% of the core. The global-route wire length before repair stands at 1040 mm. The post-synthesis instance area stands at 243,000 µm². Per STA, the worst path accumulates the most delay in the family AND-OR/OR-AND gates. Per STA, the worst path is made up of clkdlybuf4s50_1 -> nand2_1 -> fa_1 -> inv_1 -> fa_1 -> inv_1 -> fa_1 -> fa_1 -> inv_1 -> ha_1 -> nor2b_1 -> o21ai_0 -> a21boi_0 -> o21a_1 -> o41ai_1 -> o2111ai_1 -> a31oi_1 -> nor2b_1 -> o21a_1 -> o22a_1 -> xor2_1. Together, buffers and inverters on the worst path number 4.

Yosys reports that the most numerous cell types are 5,337 x sky130_fd_sc_hd__inv_1, 3,847 x sky130_fd_sc_hd__fa_1, 3,284 x sky130_fd_sc_hd__and2_1, 2,563 x sky130_fd_sc_hd__ha_1, 1,931 x sky130_fd_sc_hd__dfxtp_1. After synthesis, the netlist uses 97 different library cells. In this run, synthesis produced a sequential element count of around 1,900. The power per unit of standard cell area stands at 331 nW/µm². All stages included, the depth of the critical timing path comes to 21. The worst hold path cell count stands at 0. The total overflow reported by the global router stands at 0.

Counting I/O delays and the setup requirement, the final critical path takes 7.28 ns. The data required time of the critical path stands at 11.08 ns. Per the synth stats, the flop cell with the highest instance count is sky130_fd_sc_hd__dfxtp_1. After filler insertion, the fill cell instance count of the layout stands at 80,660.

The setup TNS after final layout stands at 0 ns. Dividing the detail-routed wire length by the instance count gives approximately 17 µm. The number of buffers added by the clock tree synthesis step stands at 234. Per the OpenROAD floorplan log, the height of the die is roughly 900 µm. The clock-pin transition on the worst setup and hold timing paths stands at 0.06 ns. Clock latency on the worst-skew pair, taken at its later pin, is around 0.98 ns. The maximum frequency from static timing analysis stands at 0.137 GHz. The count of nets left with antenna violations once routing finished came out at 0. Compared with the post-synthesis result, the final layout area differs by 12.6%.

The yosys cell count stands at 26,249. STA classifies the critical path startpoint as an input pin. The post-synth tally of flip-flops with integrated enable stands at 0.

The setup fix buffers added after clock tree synthesis stands at 0. The quantity of hold-fixing buffers added after cts stands at 0. The final estimated routing congestion in global placement stands at 0.945.

Looking at the critical path, the single cell with the biggest stage delay is sky130_fd_sc_hd__clkdlybuf4s50_1. The placed instances occupy a cell area of 265,000 µm². The iteration count recorded for the first detailed-route pass is 6.

The total routing resource utilization after global routing stands at 17.3%.
-- layer usage --
layer / routed length [µm] / track usage, % / vias up
li1: - / - / 83440
met1: 285000 / 23.7 / 83052
met2: 302000 / 26.9 / 3889
met3: 57100 / 6.14 / 904
met4: 20900 / 4.29 / 140
met5: 1150 / 0.286 / -
-- final cells by class --
type,instances,area share [%]
clock buffer,299,2.35
tap,10790,4.94
inverter,5337,7.33
timing repair buffer,1014,3.63
clock inverter,136,0.640
antenna,134,0.123
sequential,1931,14.1
multi-input combinational,18627,66.9
-- metrics by stage --
stage	power [mW]	cells	worst slack, ns
after floorplan	60.9	26249	3.30
after global placement	82.3	37699	2.20
after detailed placement	82.2	37699	2.23
after CTS	92.1	38134	3.21
after global routing	100	38200	2.66
final	90.4	38268	3.02
-- state kept, by name (all words and copies together), names as in the netlist --
register / count
adderTreeLinks: 1894
dout: 30
valid_i: 7
-- cells in the final DEF (no fill, tap or decap), types with 33 or more instances in the layout --
cell type                         instances
sky130_fd_sc_hd__nand2b_1               252
sky130_fd_sc_hd__xor2_1                 327
sky130_fd_sc_hd__or3_1                   85
sky130_fd_sc_hd__fa_1                  3847
sky130_fd_sc_hd__clkbuf_16              234
sky130_fd_sc_hd__diode_2                134
sky130_fd_sc_hd__buf_4                   93
sky130_fd_sc_hd__o21bai_1               122
sky130_fd_sc_hd__o2111ai_1               36
sky130_fd_sc_hd__a21o_1                 421
sky130_fd_sc_hd__clkdlybuf4s50_1        921
sky130_fd_sc_hd__and2_1                3284
sky130_fd_sc_hd__nor3_1                 283
sky130_fd_sc_hd__o21ai_0                591
sky130_fd_sc_hd__o21a_1                 219
sky130_fd_sc_hd__a21oi_1                925
sky130_fd_sc_hd__a21boi_0                69
sky130_fd_sc_hd__nand2_1               1443
sky130_fd_sc_hd__nand4_1                 55
sky130_fd_sc_hd__or2_2                   72
sky130_fd_sc_hd__nor2_1                1391
sky130_fd_sc_hd__xnor2_1               1190
sky130_fd_sc_hd__a211oi_1                80
sky130_fd_sc_hd__a31oi_1                101
sky130_fd_sc_hd__inv_1                 5337
sky130_fd_sc_hd__o21ai_1                 48
sky130_fd_sc_hd__nand3_1                242
sky130_fd_sc_hd__and3_1                 121
sky130_fd_sc_hd__o31ai_1                 48
sky130_fd_sc_hd__ha_1                  2563
sky130_fd_sc_hd__dfxtp_1               1931
sky130_fd_sc_hd__clkbuf_8                33
sky130_fd_sc_hd__o211ai_1                48
sky130_fd_sc_hd__nor2b_1                264
-- worst paths after layout --
| kind | startpoint | to | slack, ns |
|---|---|---|---|
| worst max-delay path | coeffs[226] | adderTreeLinks[262] | 3.02 |
| worst min-delay path | adderTreeLinks[1084] | adderTreeLinks[2464] | 0.30 |
| worst max register to register | adderTreeLinks[660] | adderTreeLinks[2272] | 6.53 |
| worst min register to register | adderTreeLinks[1084] | adderTreeLinks[2464] | 0.30 |
-- logic make-up (layout without fill, tap and decap cells) --
group / count (synthesis) / after routing / share of synthesized area, %
simple gates: 7582 / 7582 / 16.4
fa+ha+maj: 6410 / 6410 / 44.9
mux: 8 / 8 / 0.0350
flops: 1931 / 1931 / 15.9
buf+inv: 5691 / 6786 / 8.84
compound gates: 3105 / 3105 / 8.39
xor+xnor: 1522 / 1522 / 5.49
other cells: 0 / 134 / 0
-- report_power, final --
part           switching (mW)  total [mW]  leakage (nW)  internal [mW]
Combinational            38.3        66.4           111           28.1
Sequential               2.74        15.2          16.3           12.4
Clock                    3.70        8.76          3.94           5.06
-- worst register-to-register path, delay by kind of cell, from the launching register on --
family	cells	cell delay, ns
XOR/XNOR	1	0.60
flip-flops	1	0.31
AND/OR/NAND/NOR	1	0.12
buffers and inverters	1	0.06
AND-OR/OR-AND	8	1.91
adder cells (fa/ha/maj)	2	0.58
No activity file was given, so power comes from the tool's default toggle rates.
