### flow/run.sh
#!/bin/bash
# OpenROAD 26Q1-2900-gdf79404cd8, Yosys 0.63+post, stock flow scripts
make -C /OpenROAD-flow-scripts/flow DESIGN_CONFIG=/design/flow/config.mk WORK_HOME=/design/flow/orfs finish
### flow/config.mk
export PLATFORM = sky130hd
export DESIGN_NAME = FirFilterDelayLine
export DESIGN_NICKNAME = FirFilterDelayLine
export VERILOG_FILES = /design/flow/design.v
export SDC_FILE = /design/flow/constraint.sdc
export NUM_CORES = 4
export LEC_CHECK = 1
export CORE_UTILIZATION = 50
export SYNTH_HDL_FRONTEND = slang
### flow/constraint.sdc
current_design FirFilterDelayLine

set clk_period 10.1
set clk_io_pct 0.2

create_clock -name clk0 -period $clk_period [get_ports {clk}]

set non_clock_inputs [all_inputs -no_clocks]
set_input_delay [expr $clk_period * $clk_io_pct] -clock clk0 $non_clock_inputs
set_output_delay [expr $clk_period * $clk_io_pct] -clock clk0 [all_outputs]
### flow/design.v
module FirFilterDelayLine
#(
    parameter DataWidth  = 16,  
    parameter TapsNum    = 10   
)
(
    input   logic                                       clk,
    input   logic                                       rst,
    input   logic                                       valid,
    input   logic [DataWidth - 1: 0]                    din,
    output  logic [DataWidth - 1: 0] taps [0 : TapsNum - 1]
);
logic [DataWidth - 1: 0]  taps_regs [0: TapsNum - 1];
always_ff @(posedge clk) begin : shifter
    if (rst) begin
        for (int i = 0; i < TapsNum; ++i) begin
            taps_regs[i] <= '0;
        end
    end else begin
        if (valid) begin
            taps_regs[0] <= din;
            for (int i = 1; i < TapsNum; ++i) begin
                taps_regs[i] <= taps_regs[i - 1];
            end
        end
    end
end
always_comb
begin : outAssign
    for (int i = 0; i < TapsNum; ++i) begin
        taps[i] = taps_regs[i];
    end
end
endmodule
==> results_slide.txt <==
Flow Results at a Glance

Worst setup path
  • Critical R2R Capture: taps_regs[8][0]
  • Critical path data arrival time: 4.02 ns
  • Worst-path maximum fanout: 88
  • R2r startpoint: taps_regs[7][0]
  • Startpoint Class: primary input
  • Crit path kind: in2reg
  • Critical Path RT: 10.13 ns
  • R2R setup slack: 9.23 ns
  • Critical path endpoint category: flop
  • FF-to-FF path depth: 1

Yosys
  • Synth top area cells: edfxtp_1 (74%), and3b_1 (22%), buf_6 (3.5%)
  • Synth warn: 0
  • YS chip area: 6500 µm²
  • Syn_area_per_cell: 18.3 µm²
  • Synth Cell Area: 6500 µm²
  • Post-synth regs: 160
  • Post-Syn Instances: 355
  • Area share, top type: 73.9%
  • Synth Seq Share: 73.9%
  • Yosys top cell by area: edfxtp_1
  • Cells in synth_stat.txt: 355
  • Synth unique cells: 6

Floorplanning
  • DIE HEIGHT: 116 µm
  • Fp util: 51.3%
  • Placeable Area: 12700 µm²
  • IO Pins: 179
  • Num rows: 41
  • Die ar.: 13500 µm²
  • Die W: 116 µm

Placed design
  • Hpwl dp: 6750 µm
  • IO buf count: 178
  • RePlAce Congestion: 0.772

Clock tree
  • CTS tree: yes
  • Hold-fix buffers at CTS: 0
  • Worst-path clk slew: 0.06 ns
  • Clock tree buffer depth: 2
  • CTS-repair resized insts: 0
  • Post-CTS Setup Inserts: 0
  • Clock Tree Root: clkbuf_16
  • Inserted Clock Buffers: 17
  • Clock Latency Late Sink: 0.41 ns
  • H-tree levels: 4
  • TritonCTS Sinks: 160

Drt
  • Vias: 3543
  • Final ANT Viol Nets: 0
  • # DRC: 0
  • Vias/cell: 5.03
  • Drt first pass iters: 4
  • WL/cell: 16.3 µm
  • Final wirelength: 11400 µm
  • Number of DRC markers in iteration 0: 349
  • N_diodes: 0

Timing
  • RSZ-0062 raised after global routing: false
  • # setup viols final: 0
  • Max Clk Rate: 251 MHz
  • Final tally of max-slew violations: 0
  • Rel. slew slack: 42.9%
  • Tightest Pin Transition: 0.857 ns
  • Fin crit period: 3.99 ns
  • Final Skew: 0.00545 ns
  • Worst Hold Margin: 0.580 ns
  • Ratio of final minimum period to clock period: 39.5%
  • Final hold violations: 0
  • Setup TNS: 0 ns

Run
  • Tool warnings: 26
  • Max Cap Viol: 0

Final layout
  • Biggest register: taps_regs
  • Registers with the most flip-flops: taps_regs: 160 flops
  • Synth-to-layout area growth: 34.5%
  • Max reg flops: 160
  • Layout cells sized above 1: 6.02%
  • Filler cells: 843

Power and ir drop
  • Net Sw Power: 0.000284 W
  • Peak supply drop: 0.127 mV
  • Leak Pwr: 3.87 nW
  • Clock network fraction of design power: 37.6%
  • Combinational power share: 8.4%
  • Sequential share of power: 54.0%
  • Internal Pwr Total: 0.00119 W
  • PD cells: 169 nW/µm²
  • Switching share of power: 19.3%

Worst hold path
  • Worst hold start: taps_regs[6][9]
  • HP Class: reg2reg
  • Worst Hold Endpoint: taps_regs[7][9]
  • Min-Delay Path Depth: 1

Global routing
  • Vias in the first global route: 3379
  • Wire length of the first global-routing pass: 17300 µm
  • Initial antenna violation count: 0
  • Largest net degree at the start of global routing: 89
  • Grt ovf: 0
  • All-Layer GR Usage: 18.6%

Status
  • Status: complete, no violations
==> metrics by stage <==
stage	util (%)	worst slack, ns	total power, W	instance area (µm²)	cells
final	69.0	6.11	0.00147	8740	704
after global routing	69.0	5.94	0.00153	8740	704
after CTS	69.0	6.12	0.00149	8740	704
after detailed placement	65.0	5.68	0.000935	8240	675
after global placement	65.0	5.72	0.000932	8240	675
after floorplan	-	5.42	0.000840	6500	355
==> power by group through the flow <==
stage | registers [W] | clock network (W) | logic [W]
global route | 0.000801 | 0.000594 | 0.000136
finish | 0.000796 | 0.000555 | 0.000123
CTS | 0.000796 | 0.000566 | 0.000126
==> synth_stat cells <==
master	number
buf_6	20
clkbuf_1	7
and3b_1	160
edfxtp_1	160
or2_2	1
buf_2	7
==> placed cells by master (no fill, tap or decap) <==
cell type and n:
and3b_1 160, buf_4 6, bufinv_16 1, clkbuf_1 1, clkbuf_16 17, clkdlybuf4s50_1 176
clkinv_1 3, clkinv_2 7, edfxtp_1 160, or2_4 1
==> area by class of cell <==
type                    count  area, µm²  area share [%]
well taps                 172        215            2.46
flip-flops and latches    160       4800            55.0
multi-input cells         161       1410            16.1
repair buffers            182       1810            20.7
clock inverters            11       76.3           0.873
clock buffers              18        429            4.91
==> worst max-delay path, stage by stage <==
cell,delay [ns]
buf_4,0.54
or2_4,0.61
buf_4,0.79
==> cell families after synthesis <==
family | synth area share, %
and+or+nand+nor | 21.7
DFF | 73.9
buffers and inverters | 4.41
==> routing by layer <==
metal / global-route usage [%] / wire [µm] / share of wire, % / vias up
met5: 0 / 0 / 0 / -
met1: 31.3 / 4760 / 42 / 1699
li1: - / - / - / 1705
met2: 25.5 / 5200 / 45 / 132
met3: 9.43 / 1360 / 12 / 7
met4: 2.22 / 119 / 1.0 / 0
==> worst max path at each step <==
stage	start	end	slack [ns]	cells past startpoint
after global routing	valid	taps_regs[6][2]	5.94	3
after CTS	valid	taps_regs[9][12]	6.12	3
final	valid	taps_regs[9][9]	6.11	3
Power figures rest on the tool's default switching activity, not on a simulated workload.
